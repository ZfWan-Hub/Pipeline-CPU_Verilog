--- flow/run.sh ---
#!/bin/bash
# OpenROAD 26Q1-2900-gdf79404cd8, Yosys 0.63+post, stock flow scripts
make -C /OpenROAD-flow-scripts/flow DESIGN_CONFIG=/design/flow/config.mk WORK_HOME=/design/flow/orfs finish
--- flow/config.mk ---
export PLATFORM = sky130hd
export DESIGN_NAME = W_reg
export DESIGN_NICKNAME = W_reg
export VERILOG_FILES = /design/flow/design.v
export SDC_FILE = /design/flow/constraint.sdc
export NUM_CORES = 4
export LEC_CHECK = 1
export CORE_AREA = 10 10 205 205
export DIE_AREA = 0 0 215 215
--- flow/constraint.sdc ---
current_design W_reg

set clk_period 1.0
set clk_io_pct 0.2

create_clock -name clk0 -period $clk_period [get_ports {clk}]

set non_clock_inputs [all_inputs -no_clocks]
set_input_delay [expr $clk_period * $clk_io_pct] -clock clk0 $non_clock_inputs
set_output_delay [expr $clk_period * $clk_io_pct] -clock clk0 [all_outputs]
--- flow/design.v ---
`timescale 1ns / 1ps
module W_reg(
	input [31:0] IR,
	input [31:0] PC8,
	input [31:0] AO,
	input [31:0] DR,
	input [31:0]HI,
	input [31:0]LO,
	input clk,
	input reset,
	output reg [31:0] IR_W,
	output reg [31:0] PC8_W,
	output reg [31:0] AO_W,
	output reg [31:0] DR_W,
	output reg [31:0]HI_W,
	output reg [31:0]LO_W
    );
	 initial begin
			IR_W=0;
			PC8_W=0;
			AO_W=0;
			DR_W=0;
			HI_W=0;
			LO_W=0;
	 end
	 always @(posedge clk)begin
		if(reset)begin
			IR_W=0;
			PC8_W=0;
			AO_W=0;
			DR_W=0;
			HI_W=0;
			LO_W=0;
		end	
		else begin
			IR_W=IR;
			PC8_W=PC8;
			AO_W=AO;
			DR_W=DR;
			HI_W=HI;
			LO_W=LO;
		end
	 end
endmodule
==> run notes <==
Summed over all layers, the routed wires come to 19500 um. Antenna diode count: 0. Setup repair after global routing could not meet its margin everywhere.

Pins over their slew limit in the final report were tallied at 0. The run gives 4 for the H-tree level count. After floorplanning, the die was sized to cover 46200 um^2. Dividing the final minimum period by the clock period gives 111%. For this run, the detailed router reports a per-instance via density of 3.04.

Overflow left after global routing: 0. The tree is rooted in a sky130_fd_sc_hd__clkbuf_16. Per the post-place timing report, worst setup slack is -111 ps. The run finished, with violations left. The via count of the first global-routing pass is 4216, and the clock edge transition at the registers on the reported setup and hold paths is 80 ps. The number of I/O pins came out at 386. Warnings raised by the tools during the run amount to 27. Walking the worst path, the cells encountered are buf_6. The termination of the worst setup path was IR_W[8].

Compared with the post-synthesis result, the final layout area differs by 82.6%. The number of I/O port buffers was 385. In this run the static leakage power is 4.07 nW. For the number of instances in the synthesized netlist, the log shows 405. The number of violations of the max-capacitance limit was 0; the areal power density over the cells was 1770 nW/um^2.

The tools report the initial antenna violation count as 0. The worst setup path is of the reg2out kind. The count of buffer and inverter cells on the critical path works out to 1. The peak fanout along the critical path is 1, and the first-pass GRT wire length is 28500 um. The number of distinct standard cells referenced by the synthesized netlist is 4. The count of yosys warnings during synthesis was 1. TritonCTS built the clock tree. The smallest clock period supported by the final layout is computed as 1110 ps.

Entering global routing, the biggest net connects 48 pins. The detailed router finished its first iteration with 128 violations. Yosys reported a register bit count of 192. Per the OpenROAD floorplan log, the width of the die is 215 um. The share of layout cells above drive strength 1 is 32.8%, and the netlist area before placement is 5150 um^2.

The required time at the worst endpoint is listed as 800 ps. Checking hold timing, the worst path is listed with class in2reg. The clock passes through at most 2 buffers. The final reports fail on setup timing.

In this run the core area contains 71 standard-cell rows. STA classifies the critical path startpoint as a register. The core region is 37600 um^2. The routed layout reports a DRC error count of 0. With the count of final setup violators at 192, the worst slew margin relative to its limit is 80.2%. Once detail routing completed, the nets flagged for antenna violations numbered 0. The logs give 16.7 mW for the total chip power and 15600 um for the half-perimeter wire length of the detailed placement result.

The worst setup path is captured at a primary output. Library cell contributing the largest single delay on the critical path: sky130_fd_sc_hd__dfxtp_4. The launch point of the worst path was IR_W[8]. The run gives 74.7% as the sequential area share after synthesis. Number of CTS-inserted buffers: 17. The first-pass iteration count of the detailed router is 3, and the count of cell instances traversed by the critical path is 1. Looking at the max-slew report, the worst-margin pin has a slew of 298 ps. On the worst path, the slowest cell contributes a delay of 360 ps. The run gives 0.806 as the placer congestion estimate. At the worst endpoint, the arrival time is 910 ps.

For this block, the via count after detailed routing is 4021. After clock tree synthesis, the setup repair step added 0 buffers. Global routing used 8.25% of the available tracks across all layers. For this sky-water flow run, the detailed-routed wirelength per cell is reported as 14.8 um. Per the power-grid run, VDD falls by no more than 1.20 mV.

The cell family contributing the most delay on the critical path was flip-flops. Endpoints failing hold in the final report were tallied at 0. With the setup slack of the critical path after layout at -106 ps, the highest clock rate is 0.904 GHz.

The stat command in Yosys gives a chip area of 5150 um^2. The run gives 13.7% for the floorplan-stage core utilization. The tree built by TritonCTS fans out to 192 sinks.

In this run the mean area of a mapped cell was 12.7 um^2. The number of cells reported by Yosys stat comes to 405. Measured along the y axis, the die boundary spans 215 um. In this run the most critical hold path is launched from reset.
[kinds of logic after synthesis]
logic type	after synthesis	synth area share (%)
buf+inv	21	2.02
flops	192	74.7
simple gates	192	23.3
[where the power goes]
| part | internal [mW] | switching (mW) | total (mW) |
|---|---|---|---|
| Clock | 3.74 | 3.17 | 6.91 |
| Sequential | 8.06 | 0.0960 | 8.16 |
| Combinational | 1.16 | 0.427 | 1.59 |
| Total | 13.0 | 3.70 | 16.7 |
[stage by stage]
| stage | TNS [ps] | hold slack [ps] | util (%) | cells | instance area, um^2 |
|---|---|---|---|---|---|
| floorplan | 0 | 328 | - | 405 | 5150 |
| global placement | -748 | 459 | 25.8 | 1289 | 9680 |
| detailed placement | -669 | 459 | 25.8 | 1289 | 9680 |
| CTS | -16860 | 153 | 24.9 | 1322 | 9350 |
| global route | -19860 | 166 | 25.0 | 1322 | 9400 |
| finish | -7800 | 182 | 25.0 | 1322 | 9400 |
[sequential cells by signal, indices dropped and copies added (netlist names)]
| register | flops |
|---|---|
| IR_W | 32 |
| DR_W | 32 |
| AO_W | 32 |
| PC8_W | 32 |
| HI_W | 32 |
| LO_W | 32 |
[what timing repair did]
action,4_1_cts,5_1_grt
endpoints found under the hold margin,2,0
resized,649,19
setup endpoints to repair,192,192
hold buffers,1,0
[placed cells by master (no fill, tap or decap)]
| master | n |
|---|---|
| sky130_fd_sc_hd__nor2b_1 | 192 |
| sky130_fd_sc_hd__clkdlybuf4s50_1 | 192 |
| sky130_fd_sc_hd__buf_2 | 185 |
| sky130_fd_sc_hd__dfxtp_1 | 159 |
| sky130_fd_sc_hd__dfxtp_2 | 32 |
| sky130_fd_sc_hd__clkbuf_16 | 17 |
| sky130_fd_sc_hd__buf_6 | 8 |
| sky130_fd_sc_hd__buf_12 | 6 |
| sky130_fd_sc_hd__inv_6 | 3 |
| sky130_fd_sc_hd__clkinv_2 | 3 |
| sky130_fd_sc_hd__buf_4 | 3 |
| sky130_fd_sc_hd__clkinvlp_4 | 2 |
| sky130_fd_sc_hd__clkinv_4 | 2 |
| sky130_fd_sc_hd__bufinv_16 | 2 |
| sky130_fd_sc_hd__inv_8 | 2 |
| sky130_fd_sc_hd__dfxtp_4 | 1 |
| sky130_fd_sc_hd__clkbuf_1 | 1 |
| sky130_fd_sc_hd__dlygate4sd3_1 | 1 |
[area by class of cell]
type / count / area [um^2]
multi-input cells: 192 / 1200
clock inverters: 14 / 156
flip-flops and latches: 192 / 3890
repair buffers: 395 / 3090
clock buffers: 18 / 429
fillers: 3975 / 28200
well taps: 511 / 639
[worst min-delay path by stage]
stage          end  slack [ps]  cells after the start
4_1_cts   LO_W[12]         150                      3
6_report  LO_W[12]         180                      3
5_1_grt   LO_W[12]         170                      3
[Yosys cell counts]
cell | number | area share, %
sky130_fd_sc_hd__buf_2 | 20 | 1.9
sky130_fd_sc_hd__nor2b_1 | 192 | 23
sky130_fd_sc_hd__clkbuf_1 | 1 | 0.073
sky130_fd_sc_hd__dfxtp_1 | 192 | 75
[layer usage]
metal | vias to the layer above | GRT usage [%] | share of wire [%]
met1 | 1770 | 9.31 | 39
met5 | - | 0 | 0
met4 | 0 | 0.634 | 0.85
met3 | 9 | 4.90 | 13
met2 | 243 | 13.7 | 47
li1 | 1999 | - | -
Power is estimated from default activity; no workload was simulated.
