$ cat ./run.sh
#!/bin/bash
# OpenROAD 26Q1-2900-gdf79404cd8, Yosys 0.63+post, stock flow scripts
make -C /OpenROAD-flow-scripts/flow DESIGN_CONFIG=/design/flow/config.mk WORK_HOME=/design/flow/orfs finish
$ cat ./constraint.sdc
current_design M_reg

set clk_period 1.0
set clk_io_pct 0.2

create_clock -name clk0 -period $clk_period [get_ports {clk}]

set non_clock_inputs [all_inputs -no_clocks]
set_input_delay [expr $clk_period * $clk_io_pct] -clock clk0 $non_clock_inputs
set_output_delay [expr $clk_period * $clk_io_pct] -clock clk0 [all_outputs]
$ cat ./config.mk
export PLATFORM = sky130hd
export DESIGN_NAME = M_reg
export DESIGN_NICKNAME = M_reg
export VERILOG_FILES = /design/flow/design.v
export SDC_FILE = /design/flow/constraint.sdc
export NUM_CORES = 4
export LEC_CHECK = 1
export CORE_AREA = 10 10 205 205
export DIE_AREA = 0 0 215 215
$ cat ./design.v
`timescale 1ns / 1ps
module M_reg(
	input [31:0] V2,
	input [31:0] IR,
	input [31:0] AO,
	input [31:0] PC8,
	input [31:0]HI,
	input [31:0]LO,
	input clk,
	input reset,
	output reg [31:0] V2_M,
	output reg [31:0] IR_M,
	output reg [31:0] AO_M,
	output reg [31:0] PC8_M,
	output reg [31:0]HI_M,
	output reg [31:0]LO_M
    );
	 initial begin
		V2_M=0;AO_M=0;
		IR_M=0;PC8_M=0;
		HI_M=0;LO_M=0;	
	 end
	 always @(posedge clk)begin
		if(reset)begin
			V2_M=0;AO_M=0;
			IR_M=0;PC8_M=0;
			HI_M=0;LO_M=0;
		end
		else begin
			V2_M=V2;AO_M=AO;
			IR_M=IR;PC8_M=PC8;
			HI_M=HI;LO_M=LO;
		end
	 end
endmodule
==> Changelog: implementation <==
## Flow update

* Post-route DRC violation count at 0
* CTS tree: yes
* PortBufs at 385
* Clock network power share at 41.5%
* Post-synth ARST share at 0%
* Logic pwr share at 9.8%
* Post-DP HPWL at 16200 um
* CTS Buf Count at 17
* Worst Setup Slack, final at -0.154 ns
* Core Box Area at 37600 um^2
* Post-route clock period utilization at 115%
* H-tree level count at 4
* 1st-iter DRT viols at 144
* Largest net degree at the start of global routing at 36
* Post-Synth Adder-Cell Area at 0%
* Congestion Overflow GR at 0
* Die W at 215 um
* Fp util at 13.7%
* Yosys simple share at 23.3%
* WP data required at 0.80 ns
* Total wire length at 19800 um
* Worst stage delay on the critical path at 0.40 ns
* CP top delay family: flip-flops
* Peak supply drop at 0.00112 V
* Via density per instance at 3.09
* RSZ-0062 raised after global routing: true
* Final hold violation count at 0
* Post-synth EDFFs at 0
* Synth unique cells at 4
* Min Hold Slack at 0.162 ns
* Hold WC Path Type: in -> reg
* Netlist Area Pre-Place at 5150 um^2
* Reg power frac at 48.8%
* Hold depth at 3
* Fraction of layout cells with a size suffix above 1 at 35.8%
* Placed Cells at 1303
* Setup_tns at -9.10 ns
* Placed Area at 9770 um^2
* Data arrival time of the critical path at 0.95 ns
* Longest Clk Path Bufs at 2
* Wire length per cell at 14.8 um
* Main flop type: dfxtp_1
* LEAKAGE at 4.15 nW
* Worst setup SP type: flip-flop
* Max Cap Viol at 0
* Clock sink count at 192
* Rel. slew slack at 82.6%
* XORs/XNORs by Area at 0%
* Flops after synth at 192
* Yosys cell count at 405
* Minimum clock period after layout at 1.15 ns
* Fill cell count at 4037
* Top cells by count: dfxtp_1 (192), nor2b_1 (192), buf_2 (20)
* Failing checks: setup timing
* Critical Path Slowest Stage Cell: dfxtp_4
* Final Setup Violations at 192
* Critical Path End Type: output pin
* Synth area leader: dfxtp_1
* Hold Path Sink: V2_M[31]$_SDFF_PP0_
* Pre-Repair DR Iteration Count at 3
* GRT Overall Usage at 8.36%
* Initial antenna violation count at 3
* Top cells by area: dfxtp_1 (75%), nor2b_1 (23%), buf_2 (1.9%)
* Final instance area at 9560 um^2
* Placer Congestion at 0.799
* Power, Total at 16.8 mW
* Top cell area share at 74.7%
* Synth Area per Inst at 12.7 um^2
* Util after Layout at 25.4%
* Post-route antenna net violation count at 0
* Tool Warnings at 27
* Die ar. at 46200 um^2
* Vias in the first global route at 4409
* Vias post-DR at 4131
* Int Pwr at 13.1 mW
* Hold Path Origin: reset
* Register clock-pin slew on the reported worst setup and hold paths at 0.07 ns
* Ao+oa area frac at 0%
* Kind of critical path: reg -> out
* Rows at 71
* Yosys warnings at 1
* Slew Viols, Final at 0
* Synth mux share at 0%
* Area growth syn-to-layout at 85.6%
* I/O Pins at 386
* Setup bufs post-CTS at 0
* Setup slack at placement at -0.302 ns
* Synth Instances at 405
* Die H at 215 um
* First-pass GRT wire length at 28800 um
* CP Cell Sequence: buf_6
* Max Freq at 0.867 GHz
* Yosys Chip Area at 5150 um^2
* Psw at 3.64 mW
* Logic family by area: simple AND/OR/NAND/NOR gates
* WP buf/inv at 1
* Worst-Margin Slew at 0.261 ns
* Crit path max fanout at 1
* Sequential area share after synthesis at 74.7%
* Root Driver: clkbuf_16
* Post-Layout Cell Count at 1336
* Status: complete, but fails checks
* Pwr dens at 1750 nW/um^2
* Sw frac at 21.7%
flip-flops by register name (all words and copies together), names as in the netlist:
signal / count
PC8_M: 32
AO_M: 32
V2_M: 32
HI_M: 32
IR_M: 32
LO_M: 32
how the worst max path moves through the flow:
stage | from | endpoint | cells past startpoint
finish | LO_M[1]$_SDFF_PP0_ | LO_M[1] | 1
CTS | LO_M[1]$_SDFF_PP0_ | LO_M[1] | 1
global route | LO_M[1]$_SDFF_PP0_ | LO_M[1] | 1
timing repair:
action | 4_1_cts | 5_1_grt
cloned | 0 | 0
gates resized | 660 | 31
hold buffers | 0 | 0
endpoints found under the setup margin | 192 | 192
pin swaps | 0 | 0
final cells by class:
| type | count | area [um^2] | share of cell area [%] |
|---|---|---|---|
| Timing Repair Buffer | 408 | 3210 | 33.6 |
| Antenna cell | 1 | 2.50 | 0.0262 |
| Clock buffer | 21 | 460 | 4.82 |
| Multi-Input combinational cell | 192 | 1200 | 12.6 |
| Sequential cell | 192 | 3910 | 40.9 |
| Tap cell | 511 | 639 | 6.69 |
| Clock inverter | 11 | 130 | 1.36 |
power by group through the flow:
stage / registers [mW] / logic (mW) / clock network, mW
final: 8.17 / 1.64 / 6.95
after global routing: 8.22 / 1.80 / 7.57
after CTS: 8.17 / 1.67 / 7.30
layout by cell type (no fill, tap or decap), drive strengths merged:
cell / n
buf: 216
dfxtp: 192
diode: 1
clkinvlp: 1
nor2b: 192
bufinv: 2
clkdlybuf4s50: 192
clkbuf: 21
clkinv: 5
inv: 3
cells by family after synthesis:
| logic type | Yosys count |
|---|---|
| buffers and inverters | 21 |
| and+or+nand+nor | 192 |
| DFF | 192 |
worst min-delay path, stage by stage:
cell     delay (ns)
buf_6          0.12
buf_4          0.19
nor2b_1        0.06
metal layers:
metal,track usage (%),up-vias,part of all wire [%]
met5,0,-,0.11
met4,0.962,4,1.3
met3,5.99,20,16
met2,13.0,270,44
met1,9.44,1810,39
li1,-,2027,-
No activity file was given, so power comes from the tool's default toggle rates.
